<file path="design/flow/config.mk">
export PLATFORM = sky130hd
export DESIGN_NAME = transmiter
export DESIGN_NICKNAME = transmiter
export VERILOG_FILES = /design/flow/design.v
export SDC_FILE = /design/flow/constraint.sdc
export NUM_CORES = 4
export LEC_CHECK = 1
export CORE_AREA = 10 10 91 91
export DIE_AREA = 0 0 101 101
</file>
<file path="design/flow/constraint.sdc">
current_design transmiter

set clk_period 4.2
set clk_io_pct 0.2

create_clock -name clk0 -period $clk_period [get_ports {clk}]

set non_clock_inputs [all_inputs -no_clocks]
set_input_delay [expr $clk_period * $clk_io_pct] -clock clk0 $non_clock_inputs
set_output_delay [expr $clk_period * $clk_io_pct] -clock clk0 [all_outputs]
</file>
<file path="design/flow/design.v">
module transmiter
(
	input [7:0] data_in,
	input start,
	input reset,
	input clk,
	output reg tx
);
reg [4:0] state;
reg [15 : 0] counting_register ;
always@(posedge clk)
begin
	if (reset == 1)
		begin
		state <= 0;
		counting_register <= 0;
		end
	else begin
		case (state)
		0:	 
			begin
			tx <= 1;
			if(start == 1)
				begin
				state <= state +1;
				counting_register <= 0;
				end
			end 
		1:		 
			begin
			tx <= 0;
			if(counting_register >= 5200)
				begin
				counting_register <= 0;
				state <= state +1;
				end
			else
				begin
				counting_register <= counting_register + 1;
				end 
			end  
		2 : 
			begin
			tx <= data_in[0];
			if(counting_register >= 5200)
				begin
				counting_register <= 0;
				state <= state +1;
				end
			else
				begin
				counting_register <= counting_register + 1;
				end 
			end 
		3 : 
			begin
			tx <= data_in[1];
			if(counting_register >= 5200)
				begin
				counting_register <= 0;
				state <= state +1;
				end
			else
				begin
				counting_register <= counting_register + 1;
				end 
			end 
			4 : 
			begin
			tx <= data_in[2];
			if(counting_register >= 5200)
				begin
				counting_register <= 0;
				state <= state +1;
				end
			else
				begin
				counting_register <= counting_register + 1;
				end 
			end 
			5 : 
			begin
			tx <= data_in[3];
			if(counting_register >= 5200)
				begin
				counting_register <= 0;
				state <= state +1;
				end
			else
				begin
				counting_register <= counting_register + 1;
				end 
			end 
			6 : 
			begin
			tx <= data_in[4];
			if(counting_register >= 5200)
				begin
				counting_register <= 0;
				state <= state +1;
				end
			else
				begin
				counting_register <= counting_register + 1;
				end 
			end 
			7 : 
			begin
			tx <= data_in[5];
			if(counting_register >= 5200)
				begin
				counting_register <= 0;
				state <= state +1;
				end
			else
				begin
				counting_register <= counting_register + 1;
				end 
			end 
			8 : 
			begin
			tx <= data_in[6];
			if(counting_register >= 5200)
				begin
				counting_register <= 0;
				state <= state +1;
				end
			else
				begin
				counting_register <= counting_register + 1;
				end 
			end 
			9 : 
			begin
			tx <= data_in[7];
			if(counting_register >= 5200)
				begin
				counting_register <= 0;
				state <= state +1;
				end
			else
				begin
				counting_register <= counting_register + 1;
				end 
			end 
			10 : 
			begin
			tx <= 1;
			if(counting_register >= 5200)
				begin
				counting_register <= 0;
				state <= 0;
				end
			else
				begin
				counting_register <= counting_register + 1;
				end 
			end 
		default: state <= 0;
		endcase
	end 
end 
endmodule 
</file>
<file path="design/flow/run.sh">
#!/bin/bash
# OpenROAD 26Q1-2900-gdf79404cd8, Yosys 0.63+post, stock flow scripts
make -C /OpenROAD-flow-scripts/flow DESIGN_CONFIG=/design/flow/config.mk WORK_HOME=/design/flow/orfs finish
</file>
==> results.yml <==
# synthesis and place-and-route metrics
global_routing:
  grt_pass1_vias: 1093
  antenna_found_initial: 0
  use_met1_pct: 9.483
  gr-total-overflow: 0
  grt_max_degree: 17
  grt_usage_pct: 5.941
  grt_pass1_wl_microns: 5181
  use_met3_pct: 1.802
  met2_usage_pct: 7.862
  busiest_layer: "met1"
route:
  first_pass_iters: 4
  post_drt_wl_per_cell_microns: 11.80
  num_antenna_cells: 0
  drc: 0
  vias: 1198
  dr.first_iter.drc_count: 84
  drt_wl_total_microns: 2937
  postRouteAntennaNets: 0
  via_per_inst: 4.811
final_timing:
  fin_crit_sh_pct: 62.84
  worstMarginPinSlew_ns: 0.7440
  setup_viol: 0
  relSlewSlack_pct: 50.22
  max_freq_ghz: 0.3789
  finalMaxSlewViolations: 0
  fin_worst_skew_ns: 0.001291
  grt_setup_unrepaired: "false"
  hold_viol: 0
  tns_ns: 0
  post-route-min-period_ns: 2.639
  timing.hold.ws_ns: 0.4983
synth:
  common_cells: "dfxtp_1 (21), nand2_1 (20), a21oi_1 (15)"
  netlist_top_cells_area: "dfxtp_1 (32%), a21oi_1 (5.8%), ha_1 (5.8%)"
  yosys_area_sq_um: 1301
  synth-edff-count: 1
  yosysTopAreaCell: "dfxtp_1"
  yosys.cell_count.top_type: "dfxtp_1"
  ys.flop_type: "dfxtp_1"
  synth_cells: 162
  ys_cells: 162
  async_flop_share_pct: 0
  ys_seq_share_pct: 34.62
  yosysWarningCount: 1
  yosysUniqueCellTypes: 41
  postSynthAreaPerCell_sq_um: 8.032
  synth_area_sq_um: 1301
  ys.flops: 22
  synth_top_area_share_pct: 32.31
cts:
  clkTransAtPathRegs_ns: 0.08
  ctsHoldBuffers: 0
  htreeDepth: 1
  cts-root-buf: "clkbuf_8"
  clk_latency_ns: 0.26
  clock-sinks: 22
  cts_tree: "done"
  post-cts-setup-buffer-count: 0
  cts_buffer_depth: 2
  cts_buffers: 3
  post_cts_resized: 0
layout:
  drive_gt1_share_pct: 5.814
  syn_to_final_growth_pct: 17.02
floorplan:
  core-area_sq_um: 6350
  dieArea_sq_um: 10200
  rows: 29
  fp.dieW_microns: 101
  die_y_microns: 101
  fp_util_pct: 20.49
  io_pins: 12
power:
  power_density_nw_per_um2: 303.0
  p_switching_uw: 137.6
  p_leak_nw: 0.5334
  clkPwrFrac_pct: 30.0
  switching_share_pct: 29.82
  ir_drop_mv: 0.1494
  comb_power_share_pct: 22.0
  report.power.total_uw: 461.3
  p_int_uw: 323.7
  pwr-share-seq_pct: 48.0
job:
  log.warning_count: 30
  maxCapViolations: 0
worst_setup_path:
  crit_cells: 7
  startpoint: "state[0]"
  r2r_setup_slack_ns: 1.56
  timing.rr.end: "counting_register[11]"
  max_stage_delay_ns: 0.60
  required_ns: 4.38
  path_cells: "inv_1, ha_1, or4b_1, nor2_1, a21oi_1, o32a_2, o41ai_2"
  regToRegStartpoint: "state[0]"
  slowest_stage: "nor2_1"
  path_buffers: 1
  crit_arrival_ns: 2.81
  crit_path_end: "counting_register[11]"
  worstSetupPathType: "register to register"
  path_max_fanout: 11
  end_kind: "register"
  crit_family: "simple AND/OR/NAND/NOR gates"
  reg2regPathDepth: 7
  crit_path_start_kind: "register"
placed_design:
  gp_congestion: 0.8359
  port_buffers: 11
  hpwl_microns: 2078
hold_path:
  worstHoldStart: "counting_register[0]"
  hp-class: "register to register"
outcome:
  status: "finished clean"
## layout make-up
type / count / area, sq um
Sequential cell: 22 / 450.4
Tap cell: 77 / 96.34
Fill cell: 685 / 4827
Inverter: 7 / 26.28
Multi-Input combinational cell: 128 / 794.5
Timing Repair Buffer: 11 / 110.1
Clock buffer: 4 / 45.04
## per-stage QoR
stage | setup slack (ns) | cells | cell area (sq um) | util, %
3_5_place_dp | 1.604 | 245 | 1478 | 23.27
2_1_floorplan | 2.086 | 162 | 1301 | -
5_1_grt | 1.277 | 249 | 1523 | 23.98
6_report | 1.561 | 249 | 1523 | 23.98
4_1_cts | 1.581 | 249 | 1523 | 23.98
3_3_place_gp | 1.621 | 245 | 1478 | 23.27
## registers in the layout, indices dropped and copies added, names as in the netlist
name               cells
counting_register     16
state                  5
tx                     1
## power groups by stage
| stage | registers [mW] | clock network (mW) | logic (mW) |
|---|---|---|---|
| CTS | 0.222 | 0.142 | 0.0999 |
| global route | 0.223 | 0.149 | 0.114 |
| finish | 0.222 | 0.138 | 0.101 |
## layout by cell type (no fill, tap or decap), types with 2 or more instances in the layout
| master | count |
|---|---|
| or3_1 | 7 |
| nor4_1 | 3 |
| clkbuf_8 | 3 |
| inv_1 | 7 |
| a21o_1 | 7 |
| nor3b_1 | 2 |
| nor2_1 | 12 |
| nor3_1 | 4 |
| nand2_1 | 20 |
| nand3b_1 | 4 |
| nand3_1 | 7 |
| ha_1 | 6 |
| a211oi_1 | 3 |
| a21oi_1 | 15 |
| clkdlybuf4s50_1 | 11 |
| o21ai_0 | 8 |
| o22ai_1 | 2 |
| and3_1 | 4 |
| nand2b_1 | 2 |
| nand4_1 | 2 |
| dfxtp_1 | 21 |
| a31oi_1 | 3 |
## how the worst min path moves through the flow
stage | to | slack (ns) | cells past startpoint
after CTS | counting_register[0] | 0.50 | 2
after global routing | counting_register[0] | 0.51 | 2
final | counting_register[0] | 0.50 | 2
## logic make-up (layout without fill, tap and decap cells)
| group | count (synthesis) | after routing | share of synthesized area, % |
|---|---|---|---|
| and+or+nand+nor | 73 | 73 | 30.00 |
| AOI/OAI and AO/OA | 48 | 48 | 25.00 |
| DFF | 22 | 22 | 34.62 |
| buffers and inverters | 12 | 22 | 4.327 |
| adders and majority gates | 6 | 6 | 5.769 |
| other | 1 | 1 | 0.2882 |
## metal layers
layer	part of all wire [%]	routed length (microns)
met5	0	0
met4	0.75	22
met3	7.2	210
met2	36	1061
met1	56	1642
## worst min-delay path, stage by stage, from the launching register on
cell     delay [ns]
dfxtp_1        0.34
nand2_1        0.06
a21oi_1        0.05
Power figures rest on the tool's default switching activity, not on a simulated workload.
